**flow/design.v**
```verilog
`timescale 1ns/1ps
module APB_Slave
(
  input                         PCLK,
  input                         PRESETn,
  input        [8-1:0] PADDR,
  input                         PWRITE,
  input                         PSEL,
  input        [32-1:0] PWDATA,
  output reg   [32-1:0] PRDATA,
  output reg                    PREADY
);
reg [32-1:0] RAM [0:2**8 -1];
reg [1:0] State;
always @(negedge PRESETn or negedge PCLK) begin
  if (PRESETn == 0) begin
    State <= 2'b00;
    PRDATA <= 0;
    PREADY <= 0;
    end
  else begin
    case (State)
      2'b00 : begin
        PRDATA <= 0;
        PREADY <= 0;
        if (PSEL) begin
          if (PWRITE) begin
            State <= 2'b01;
          end
          else begin
            State <= 2'b10;
          end
        end
      end
      2'b01 : begin
        if (PSEL && PWRITE) begin
          RAM[PADDR]  <= PWDATA[30:0];
          PREADY <=1;          
        end
          State <= 2'b00;
      end
      2'b10 : begin
        if (PSEL && !PWRITE) begin
          PREADY <= 1;
          PRDATA <= RAM[PADDR];
        end
        State <= 2'b00;
      end
      default: begin
        State <= 2'b00;
      end
    endcase
  end
end 
endmodule
```
**flow/run.sh**
```bash
#!/bin/bash
# OpenROAD 26Q1-2900-gdf79404cd8, Yosys 0.63+post, stock flow scripts
make -C /OpenROAD-flow-scripts/flow DESIGN_CONFIG=/design/flow/config.mk WORK_HOME=/design/flow/orfs finish
```
**flow/config.mk**
```make
export PLATFORM = sky130hd
export DESIGN_NAME = APB_Slave
export DESIGN_NICKNAME = APB_Slave
export VERILOG_FILES = /design/flow/design.v
export SDC_FILE = /design/flow/constraint.sdc
export NUM_CORES = 4
export LEC_CHECK = 1
export CORE_UTILIZATION = 30
```
**flow/constraint.sdc**
```tcl
current_design APB_Slave

set clk_period 13.1
set clk_io_pct 0.2

create_clock -name clk0 -period $clk_period [get_ports {PCLK}]

set non_clock_inputs [all_inputs -no_clocks]
set_input_delay [expr $clk_period * $clk_io_pct] -clock clk0 $non_clock_inputs
set_output_delay [expr $clk_period * $clk_io_pct] -clock clk0 [all_outputs]
```
==> run summary <==
yosys + openroad results -> outcome=complete, but fails checks, failing checks=capacitance limit, slew limit, slowest CP cell=nor3_1, Yosys warnings=2, final tally of hold violations=0, final setup fails=0, CTS root buf=clkbuf_16, wire per inst=30.9 µm, syn_area_per_cell=18.1 µm², worst-path maximum fanout=19, starting DRC count in detailed routing=18600, DIE AREA=970000 µm², flops & latches, synth=7971, area of the mapped netlist=290000 µm², tally of OpenROAD warnings=1050, hold buffer count at cts=0, Remaining Overflow, GRT=0, P_leak=151 nW, Reg clk slew, reported paths=0.05 ns, num rows=360, pwr/cell area=166 nW/µm², fill count=84700, Die Span X=985 µm, Reg2Reg Depth=12, # port buffers=74, IO Pins=77, Cells after Synth=16000, GRT Total Usage=26.3%, post-DP HPWL=767000 µm, Max clock buf depth=4, CP startpoint kind=input port, Req. time, crit path=7.44 ns, via count=204000, global placement routability congestion=1.06, CTS tree=done, die height=985 µm, Max H-tree Level=6, pin count of the biggest net entering global routing=115, FP Core Util=30.1%, final setup margin=0.267 ns, Worst-Margin Slew=1.52 ns, Hold Crit Class=flop to flop, Worst Skew=0.0977 ns, Post-synth EDFFs=7936, synthesis area per yosys=290000 µm², cell mode on critical path=buf_4, Worst EP arrival=7.17 ns, crit path from=PADDR[4], slowest stage delay, CP=0.99 ns, async set or reset register ratio after synthesis=0.439%, CTS sink cnt=7971, drc violations=0, Via density=5.21, Final Util=39.5%, FF-to-FF End=PRDATA[12]$_DFFE_NN0P_, clk latency late pin=1.14 ns, RSZ-0062 raised after global routing=no, yosys stat cell total=16000, area of the core=962000 µm², R2R Setup Slk=9.28 ns, drt pass-1 iters=11, number of max-cap violations=2, antenna-violating nets left=0, most frequent cells in the layout=inv_1, edfxtp_1, a22oi_1, main flop type=edfxtp_1, TritonCTS buffer count=816, worst rel slew slack=-1.44%, vias in the first global route=221000, reg2reg start=RAM[158][12]$_DFFE_NP_, initial antenna violation count=130, Layout area overhead=31.2%, most frequent logic cell in the layout=inv_1, Placement Setup Slack=-1.13 ns, Final Slew Violations=5, Max VDD drop=0.149 mV, share of cells above drive strength 1=13.1%, Post-CTS Repair Setup Buffers=0, CP endpoint kind=flop, Netlist cell types=57, final WL=1210000 µm, crit path to=PRDATA[18]$_DFFE_NN0P_, Synth Seq Share=82.6%, crit-path cells=buf_2 > buf_4 > buf_4 > and4b_4 > buf_4 > buf_4 > a22oi_1 > nor2_1 > nor4_1 > buf_4 > o2111ai_2 > nor3_1 > buf_4 > a32oi_1, first-pass GRT wire length=1620000 µm, Crit Path Class=input port to flop
## worst min path at each step
stage,from,to,slack (ns),cells past startpoint
after CTS,RAM[0][20]$_DFFE_NP_,PRDATA[20]$_DFFE_NN0P_,0.48,2
after global routing,RAM[0][20]$_DFFE_NP_,PRDATA[20]$_DFFE_NN0P_,0.51,2
final,RAM[0][20]$_DFFE_NP_,PRDATA[20]$_DFFE_NN0P_,0.47,2
## per-layer routing
| layer | track usage (%) | routed length [µm] | up-vias |
|---|---|---|---|
| met2 | 34.0 | 509000 | 16500 |
| met4 | 17.2 | 81400 | 213 |
| met1 | 23.2 | 347000 | 97500 |
| li1 | - | - | 86400 |
| met3 | 27.5 | 258000 | 3150 |
| met5 | 11.1 | 12300 | - |
## layout make-up
cell class,instances,area (µm²),area share [%]
Sequential cell,7971,239000,62.9
Timing Repair Buffer,1687,17200,4.52
Clock inverter,8574,37100,9.76
Multi-Input combinational cell,6993,49500,13.0
Antenna cell,188,470,0.124
Inverter,3,11.3,0.00296
Tap cell,12900,16100,4.23
Clock buffer,831,20700,5.44
## Yosys cell counts, drive strengths merged (2+ instances only)
library cell | n | share of area, %
edfxtp | 7936 | 82
a22oi | 3191 | 8.3
nand2 | 693 | 0.90
clkbuf | 591 | 0.77
nor2 | 475 | 0.63
buf | 472 | 0.79
o22ai | 392 | 0.85
nor3 | 359 | 0.62
nand4 | 249 | 0.54
a22o | 245 | 0.74
a21oi | 241 | 0.42
nor4 | 193 | 0.42
nand3 | 181 | 0.31
a222oi | 162 | 0.56
o21ai | 104 | 0.18
and3 | 97 | 0.21
a32oi | 84 | 0.25
a221oi | 73 | 0.22
a2111oi | 47 | 0.14
dfrtn | 34 | 0.29
and4 | 30 | 0.091
o211ai | 28 | 0.073
or4 | 25 | 0.065
o2111ai | 20 | 0.060
a31oi | 14 | 0.030
o22a | 14 | 0.042
nand4bb | 12 | 0.047
nor4bb | 12 | 0.044
nor4b | 11 | 0.040
and4b | 9 | 0.031
nand4b | 8 | 0.029
or4b | 8 | 0.028
o221ai | 5 | 0.015
inv | 4 | 0.0052
a2bb2oi | 2 | 0.0060
a32o | 2 | 0.0069
and3b | 2 | 0.0060
## power by group
part	internal [mW]	total [mW]	switching (mW)
clock network	17.2	33.3	16.1
registers	28.3	28.3	0.0100
logic	0.362	1.66	1.30
total	45.9	63.2	17.4
## metrics by stage
stage / total power, mW / cell area [µm²] / hold WS (ns) / TNS, ns / cells
CTS: 63.9 / 380000 / 0.481 / 0 / 38900
global route: 66.9 / 380000 / 0.513 / 0 / 39000
global placement: 33.7 / 322000 / 0.431 / -8.02 / 29500
finish: 63.2 / 380000 / 0.475 / 0 / 39100
detailed placement: 33.7 / 322000 / 0.440 / -6.30 / 29500
floorplan: 32.5 / 290000 / 0.392 / -84.98 / 16000
## flip-flops by register name (all words and copies together), names as in the netlist
signal	flops
RAM	7936
State	3
PREADY	1
PRDATA	31
## timing repair
| action | CTS | global route |
|---|---|---|
| endpoints found under the setup margin | 1 | 0 |
| hold endpoints to repair | 0 | 0 |
| resized | 1 | 0 |
## cell families after synthesis
group           share of synthesized area, %
flops                                   82.6
compound gates                          11.9
simple gates                            4.02
buf+inv                                 1.56
other cells                          0.00129
## worst max-delay path, delay by kind of cell
| family | cells | cell delay, ns |
|---|---|---|
| AOI/OAI and AO/OA | 3 | 0.89 |
| and+or+nand+nor | 4 | 1.70 |
| buffers and inverters | 7 | 1.88 |
No activity file was given, so power comes from the tool's default toggle rates.
